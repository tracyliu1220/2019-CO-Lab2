[flow/design.v]
`timescale 1ns / 1ps
module Data_Memory
(
	clk_i,
	addr_i,
	data_i,
	MemRead_i,
	MemWrite_i,
	data_o
);
input				clk_i;
input	[31:0]		addr_i;
input	[31:0]		data_i;
input				MemRead_i;
input				MemWrite_i;
output	[31:0] 		data_o;
reg		[31:0]		data_o;
reg		[7:0]		Mem 			[0:127];	 
integer				i;
wire	[31:0]		memory			[0:31];
assign  memory[0] = {Mem[3], Mem[2], Mem[1], Mem[0]};
assign  memory[1] = {Mem[7], Mem[6], Mem[5], Mem[4]};
assign  memory[2] = {Mem[11], Mem[10], Mem[9], Mem[8]};
assign  memory[3] = {Mem[15], Mem[14], Mem[13], Mem[12]};
assign  memory[4] = {Mem[19], Mem[18], Mem[17], Mem[16]};
assign  memory[5] = {Mem[23], Mem[22], Mem[21], Mem[20]};
assign  memory[6] = {Mem[27], Mem[26], Mem[25], Mem[24]};
assign  memory[7] = {Mem[31], Mem[30], Mem[29], Mem[28]};
assign  memory[8] = {Mem[35], Mem[34], Mem[33], Mem[32]};
assign  memory[9] = {Mem[39], Mem[38], Mem[37], Mem[36]};
assign  memory[10] = {Mem[43], Mem[42], Mem[41], Mem[40]};
assign  memory[11] = {Mem[47], Mem[46], Mem[45], Mem[44]};
assign  memory[12] = {Mem[51], Mem[50], Mem[49], Mem[48]};
assign  memory[13] = {Mem[55], Mem[54], Mem[53], Mem[52]};
assign  memory[14] = {Mem[59], Mem[58], Mem[57], Mem[56]};
assign  memory[15] = {Mem[63], Mem[62], Mem[61], Mem[60]};
assign  memory[16] = {Mem[67], Mem[66], Mem[65], Mem[64]};
assign  memory[17] = {Mem[71], Mem[70], Mem[69], Mem[68]};
assign  memory[18] = {Mem[75], Mem[74], Mem[73], Mem[72]};
assign  memory[19] = {Mem[79], Mem[78], Mem[77], Mem[76]};
assign  memory[20] = {Mem[83], Mem[82], Mem[81], Mem[80]};
assign  memory[21] = {Mem[87], Mem[86], Mem[85], Mem[84]};
assign  memory[22] = {Mem[91], Mem[90], Mem[89], Mem[88]};
assign  memory[23] = {Mem[95], Mem[94], Mem[93], Mem[92]};
assign  memory[24] = {Mem[99], Mem[98], Mem[97], Mem[96]};
assign  memory[25] = {Mem[103], Mem[102], Mem[101], Mem[100]};
assign  memory[26] = {Mem[107], Mem[106], Mem[105], Mem[104]};
assign  memory[27] = {Mem[111], Mem[110], Mem[109], Mem[108]};
assign  memory[28] = {Mem[115], Mem[114], Mem[113], Mem[112]};
assign  memory[29] = {Mem[119], Mem[118], Mem[117], Mem[116]};
assign  memory[30] = {Mem[123], Mem[122], Mem[121], Mem[120]};
assign  memory[31] = {Mem[127], Mem[126], Mem[125], Mem[124]};
initial begin
	for(i=0; i<128; i=i+1)
		Mem[i] = 8'b0;
	Mem[0] = 8'b0100;
	Mem[4] = 8'b0101;
	Mem[8] = 8'b0110;
	Mem[12] = 8'b0111;
	Mem[16] = 8'b1000;
	Mem[20] = 8'b1001;
	Mem[24] = 8'b1010;
	Mem[28] = 8'b0010;
	Mem[32] = 8'b0001;
	Mem[36] = 8'b0011;
end 
always@(posedge clk_i) begin
    if(MemWrite_i) begin
		Mem[addr_i+3] <= data_i[31:24];
		Mem[addr_i+2] <= data_i[23:16];
		Mem[addr_i+1] <= data_i[15:8];
		Mem[addr_i]   <= data_i[7:0];
	end
end
always@(addr_i or MemRead_i) begin
	if(MemRead_i)
		data_o = {Mem[addr_i+3], Mem[addr_i+2], Mem[addr_i+1], Mem[addr_i]};
end
endmodule
[flow/constraint.sdc]
current_design Data_Memory

set clk_period 13.0
set clk_io_pct 0.2

create_clock -name clk0 -period $clk_period [get_ports {clk_i}]

set non_clock_inputs [all_inputs -no_clocks]
set_input_delay [expr $clk_period * $clk_io_pct] -clock clk0 $non_clock_inputs
set_output_delay [expr $clk_period * $clk_io_pct] -clock clk0 [all_outputs]
[flow/run.sh]
#!/bin/bash
# OpenROAD 26Q1-2900-gdf79404cd8, Yosys 0.63+post, stock flow scripts
make -C /OpenROAD-flow-scripts/flow DESIGN_CONFIG=/design/flow/config.mk WORK_HOME=/design/flow/orfs finish
[flow/config.mk]
export PLATFORM = sky130hd
export DESIGN_NAME = Data_Memory
export DESIGN_NICKNAME = Data_Memory
export VERILOG_FILES = /design/flow/design.v
export SDC_FILE = /design/flow/constraint.sdc
export NUM_CORES = 4
export LEC_CHECK = 1
export CORE_UTILIZATION = 30
==> flow_summary.yaml <==
# yosys + openroad results
synth:
  ys_chip_area_mm2: 0.102
  edf_count: 1024
  postSynthCellCount: 9411
  avgSynthCellArea_um2: 10.8
  numSynthFlops: 1056
  synthesis.area_mm2: 0.102
  synth-cells-yosys: 9411
  yosys.cell_types.count: 81
  synth_top_flop_cell: "edfxtp_1"
  yosysWarnings: 1
  async_flop_share_pct: 0
routing:
  first_iter_violations: 12140
  drt_first_pass_iters: 10
  viasPerCell: 7.01
  routedWlPerCell_um: 44.2
  drcViolationCount: 0
  ant_nets: 0
  wirelength_um: 602000
  vias: 95425
final_timing:
  period_minus_slack_ns: 8.18
  max_freq_ghz: 0.122
  unclocked_pins: 32
  finalClockPeriodUsage_pct: 62.9
  tightest_slew_ns: 1.22
  finalSetupViolCount: 0
  hold_viol: 0
  unconstrained_endpoints: 64
  setup_ws_ns: 4.82
  maxSlewHeadroom_pct: 16.1
  fin_tns_setup_ns: 0
  slew_viol_final: 0
  rsz0062_at_grt: "no"
place:
  pre_cts_ws_ns: 4.57
  port_buffers: 73
  dp.cells: 13287
  dp_hpwl_um: 398000
  gp_congestion: 1.12
floorplanning:
  core-area_mm2: 0.337
  fp_util_pct: 30.2
  die_area_mm2: 0.341
  pin_count: 99
  die_y_um: 584
  die_w_um: 584
  num_rows: 213
clocking:
  htreeDepth: 4
  cts_buffers: 146
  clock_path_buffers: 4
  cts_root_buffer: "clkbuf_16"
  postCtsHoldBufs: 0
  clkTransAtPathRegs_ns: 0.06
  cts_setup_buffers: 0
  ctsResizeCount: 0
  cts_tree: "built"
global_route:
  grt_max_degree: 131
  antenna_found_initial: 75
  grt_pass1_wl_um: 799000
  grt_pass1_vias: 89972
  overflow: 0
  grtUsageTotal_pct: 36.2
cells_and_area:
  layout-drive-gt1-share_pct: 27.1
  final_cells: 13608
  areaGrowthSynthToFinish_pct: 9.97
worst_setup_path:
  startpoint_type: "input pin"
  cp_slowest_stage_delay_ns: 0.98
  arrival_ns: 8.64
  path_cells: "buf_8, inv_2, ha_2, buf_4, and2_2, buf_4, nand3_2, buf_4, o211ai_1"
  crit_fanout: 41
  crit_type: "input pin to flip-flop"
  endpoint_kind: "flip-flop"
  critPathLaunch: "addr_i[0]"
  cp_slowest_cell: "ha_2"
  crit_top_cell: "buf_4"
  required_ns: 13.47
hold_path:
  min_from: "data_i[6]"
  hold_path.class: "input pin to flip-flop"
  hold-path-cell-count: 3
job:
  maxCapViolCount: 0
  tool_warnings: 67
status:
  status: "complete, no violations"
pwr:
  peakVddDrop_mv: 0.107
  power.density_mw_per_mm2: 98.4
  leakage_nw: 38.8
metrics by stage:
stage / utilization [%] / power (mW) / hold WS, ns / cell area (um^2)
detailed placement: 31.8 / 6.79 / 3.15 / 107000
floorplan: - / 5.43 / 3.09 / 102000
finish: 33.2 / 11.0 / 2.24 / 112000
global route: 33.1 / 11.1 / 2.27 / 112000
CTS: 33.1 / 10.8 / 2.23 / 112000
global placement: 31.8 / 6.78 / 3.14 / 107000
layer usage:
layer | GRT usage [%] | up-vias | part of all wire [%]
met3 | 28.8 | 2453 | 20
met2 | 47.0 | 9626 | 40
li1 | - | 36507 | -
met4 | 26.2 | 112 | 9.6
met1 | 38.4 | 46727 | 31
met5 | 8.73 | - | 0.49
state kept, by name, indices dropped and copies added (netlist names):
| signal | flops |
|---|---|
| Mem | 1024 |
| data_o | 32 |
logic make-up after synthesis:
group / count (synthesis) / share of synthesized area [%]
muxes: 2786 / 40.7
AOI/OAI and AO/OA: 2502 / 15.0
and+or+nand+nor: 1886 / 8.53
buffers and inverters: 1159 / 4.79
DFF: 1024 / 30.2
latches: 32 / 0.472
xor gates and xnor gates: 15 / 0.159
adders and majority gates: 7 / 0.0861
cells in the final DEF, fill, tap and decap left out, types with 31 or more instances in the layout:
cell type / n
a21oi_1: 572
nor3_1: 38
nand3_1: 144
buf_6: 32
nand4_1: 39
clkbuf_16: 147
nor2_1: 327
diode_2: 72
nor2_4: 31
dlxtp_1: 32
buf_4: 436
a32oi_1: 33
clkdlybuf4s50_1: 33
o21ai_0: 543
nor2_2: 80
mux2i_1: 1233
o22ai_1: 613
or4_1: 82
o21ai_1: 51
mux2_2: 522
mux4_2: 1031
a21o_1: 512
edfxtp_1: 1024
nand2_1: 985
final cells by class:
class / count / area (um^2)
diodes: 72 / 180
clock buffers: 171 / 3770
clock inverters: 77 / 797
fillers: 32886 / 225000
inverters: 6 / 32.5
multi-input cells: 7196 / 66000
flip-flops and latches: 1056 / 31200
well taps: 4515 / 5650
repair buffers: 515 / 4170
synth_stat cells, types with 37 or more instances:
cell,number,area [um^2]
nor2_1,338,1270
o21ai_1,52,260
o22ai_1,613,3830
edfxtp_1,1024,30700
nand4_1,39,244
mux2_2,522,5880
buf_2,288,1440
buf_4,37,278
mux2i_1,1233,12300
or4_1,82,616
buf_1,72,270
clkbuf_1,751,2820
nand2_1,991,3720
o21ai_0,543,2720
nor3_1,38,190
a21oi_1,572,2860
nor2_2,71,444
mux4_2,1031,23200
a21o_1,512,3840
nand3_1,159,796
critical path, delay by kind of cell:
kind / cells / cell delay, ns
compound gates: 1 / 0.85
fa+ha+maj: 1 / 0.98
buf+inv: 5 / 2.73
simple gates: 2 / 1.32
path summary, 6_finish.rpt:
| path | to | slack, ns |
|---|---|---|
| worst max-delay path | Mem[76][4] | 4.82 |
| worst min-delay path | Mem[104][6] | 2.24 |
where the power goes:
group | internal [mW] | switching [mW] | total [mW]
Sequential | 3.73 | 0.0950 | 3.83
Clock | 2.35 | 1.71 | 4.06
Combinational | 0.995 | 2.13 | 3.12
Power is estimated from default activity; no workload was simulated.
